**design.v**
```verilog
`timescale 1ns / 1ps
module exact_mult_16bit (
    input  wire [15:0] A,
    input  wire [15:0] B,
    output wire [31:0] Y
);
    wire [7:0] AL = A[7:0];
    wire [7:0] AH = A[15:8];
    wire [7:0] BL = B[7:0];
    wire [7:0] BH = B[15:8];
    wire [15:0] P0, P1, P2, P3;
    exact_mult_8bit M0 (AL, BL, P0);
    exact_mult_8bit M1 (AH, BL, P1);
    exact_mult_8bit M2 (AL, BH, P2);
    exact_mult_8bit M3 (AH, BH, P3);
    assign Y =
          {16'b0, P0}
        + ({8'b0,  P1, 8'b0})
        + ({8'b0,  P2, 8'b0})
        + ({P3, 16'b0});
endmodule
`timescale 1ns / 1ps
module exact_mult_4bit (
    input  wire [3:0] A,
    input  wire [3:0] B,
    output wire [7:0] Y
);
    wire [7:0] pp [3:0];
    assign pp[0] = B[0] ? {4'b0, A}       : 8'b0;
    assign pp[1] = B[1] ? {3'b0, A, 1'b0} : 8'b0;
    assign pp[2] = B[2] ? {2'b0, A, 2'b0} : 8'b0;
    assign pp[3] = B[3] ? {1'b0, A, 3'b0} : 8'b0;
    assign Y = pp[0] + pp[1] + pp[2] + pp[3];
endmodule
`timescale 1ns / 1ps
module exact_mult_8bit (
    input  wire [7:0] A,
    input  wire [7:0] B,
    output wire [15:0] Y
);
    wire [3:0] AL = A[3:0];
    wire [3:0] AH = A[7:4];
    wire [3:0] BL = B[3:0];
    wire [3:0] BH = B[7:4];
    wire [7:0] P0, P1, P2, P3;
    exact_mult_4bit M0 (AL, BL, P0);
    exact_mult_4bit M1 (AH, BL, P1);
    exact_mult_4bit M2 (AL, BH, P2);
    exact_mult_4bit M3 (AH, BH, P3);
    assign Y =
          {8'b0, P0}
        + ({4'b0, P1, 4'b0})
        + ({4'b0, P2, 4'b0})
        + ({P3, 8'b0});
endmodule
```
**run.sh**
```bash
#!/bin/bash
# OpenROAD 26Q1-2900-gdf79404cd8, Yosys 0.63+post, stock flow scripts
make -C /OpenROAD-flow-scripts/flow DESIGN_CONFIG=/design/flow/config.mk WORK_HOME=/design/flow/orfs finish
```
**config.mk**
```make
export PLATFORM = sky130hd
export DESIGN_NAME = exact_mult_16bit
export DESIGN_NICKNAME = exact_mult_16bit
export VERILOG_FILES = /design/flow/design.v
export SDC_FILE = /design/flow/constraint.sdc
export NUM_CORES = 4
export LEC_CHECK = 1
export CORE_UTILIZATION = 30
```
**constraint.sdc**
```tcl
current_design exact_mult_16bit

set clk_period 31.0
set clk_io_pct 0.2

create_clock -name clk0 -period $clk_period

set non_clock_inputs [all_inputs -no_clocks]
set_input_delay [expr $clk_period * $clk_io_pct] -clock clk0 $non_clock_inputs
set_output_delay [expr $clk_period * $clk_io_pct] -clock clk0 [all_outputs]
```
==> run notes <==
run metrics: FF/Latch Area=0 sq um, cell family with most CP delay=adder cells, most frequent logic cell in the layout=ha_1, OpenROAD warnings=32, leading area contributor after synthesis=ha_1, gr usage total=0.139, min Tclk post-route=21570 ps, fillers=3596, yosys cell count=1290, post-route ant nets=0, DR WL/cell=12.5 microns, RD Place Congestion=0.835, Area growth syn-to-layout=11.8%, first-pass GRT wire length=39500 microns, DIE HEIGHT=189 microns, status=completed, Hold Violations, Final=0, WS Path Type=in -> out, Fmax=0.0464 GHz, largest net degree at the start of global routing=17, share of cells above drive strength 1=0.0395, vias in the first global route=8229, hold_buf cts=0, Max Cap Viol=0, grt total ovfl=0, Max stage delay cell, worst path=clkdlybuf4s50_1, flop count=0, post_cts resized=0, number of I/O port buffers=64, Hold Path Class=in -> out, core area=34500 sq um, diode count=0, Routed Wire Length=22600 microns, Data required, critical path=24800 ps, clkbuf count=0, Top cells by area=ha_1, fa_1, and2_1, xnor2_1, inv_1, post-layout period usage=0.696, Setup crit start kind=primary input, post-DR vias/cell=4.54, initial antenna violation count=0, Max FO, Critical Path=16, Synth warnings=1, max-slew violations=0, most frequent cells in the layout=ha_1, inv_1, and2_1, register share after synthesis=0, Dominant cell area share=0.257, Setup Buffers After CTS=0, worst slew pin tran=769 ps, Die Wd=189 microns, Crit path arrival time=15370 ps, post-synthesis cell type count=49, crit end category=output pin, Post-DP HPWL=19300 microns, Max-slew headroom=0.486, setup TNS=0 ps, Post-Syn Area=10500 sq um, average size of a mapped cell=8.16 sq um, CP max stage delay=680 ps, initial drt markers=223, Remaining DRCs=0, Final setup viols=0, Cell Rows=68, crit path buf inv count=4, CP most frequent cell=fa_1, unrepaired setup endpoints after global routing=false, Ports=64, Pre-antenna DRT Iters=5, Vias=8162, Pre-Place Util=0.305, yosys stat area=10500 sq um, total die area=35800 sq um, cells after synthesis=1290
==> metal layers <==
layer / GRT usage / vias up / share of wire
li1: - / 4276 / -
met2: 0.232 / 66 / 0.45
met4: 0.000620 / 0 / 0
met1: 0.214 / 3820 / 0.53
met5: 0 / - / 0
met3: 0.00624 / 0 / 0.020
==> stage by stage <==
stage / hold WS [ps] / utilization / instances / worst slack, ps / cell area, sq um
after CTS: 13800 / 0.341 / 1797 / 9340 / 11800
after detailed placement: 13800 / 0.341 / 1797 / 9360 / 11800
after global routing: 13850 / 0.341 / 1797 / 8770 / 11800
after global placement: 13770 / 0.341 / 1797 / 9470 / 11800
after floorplan: 12470 / - / 1290 / 11190 / 10500
final: 13770 / 0.341 / 1797 / 9430 / 11800
==> synthesized netlist by cell type, types with 18 or more instances <==
cell type	count
xor2_1	48
inv_1	196
ha_1	216
o21ai_0	21
xnor2_1	88
clkbuf_1	32
and2_1	143
a21oi_1	102
nand2_1	141
a21o_1	77
fa_1	121
or2_2	18
nor2_1	24
==> area by class of cell <==
| type | count | area [sq um] | share of cell area |
|---|---|---|---|
| multi-input cells | 1062 | 9670 | 0.822 |
| well taps | 455 | 569 | 0.0484 |
| repair buffers | 84 | 791 | 0.0672 |
| inverters | 196 | 736 | 0.0625 |
==> cells by family after synthesis <==
| kind of cell | synth area share |
|---|---|
| xor+xnor | 0.116 |
| simple gates | 0.170 |
| fa+ha+maj | 0.487 |
| buf+inv | 0.0813 |
| compound gates | 0.147 |
==> path summary, 6_finish.rpt <==
| kind | startpoint | endpoint | slack (ps) | depth (start not counted) |
|---|---|---|---|---|
| worst max-delay path | A[1] | Y[29] | 9430 | 35 |
| worst min-delay path | B[0] | Y[0] | 13770 | 3 |
