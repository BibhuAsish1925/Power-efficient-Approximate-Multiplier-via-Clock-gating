==> ./design.v <==
module approx_mult_4bit #(
    parameter ADDER_SEL = 0    
)(
    input  wire [3:0] A,
    input  wire [3:0] B,
    output wire [7:0] Y
);
    wire P0  = A[0]&B[0];
    wire P1  = A[1]&B[0];
    wire P2  = A[2]&B[0];
    wire P3  = A[3]&B[0];
    wire P4  = A[0]&B[1];
    wire P5  = A[1]&B[1];
    wire P6  = A[2]&B[1];
    wire P7  = A[3]&B[1];
    wire P8  = A[0]&B[2];
    wire P9  = A[1]&B[2];
    wire P10 = A[2]&B[2];
    wire P11 = A[3]&B[2];
    wire P12 = A[0]&B[3];
    wire P13 = A[1]&B[3];
    wire P14 = A[2]&B[3];
    wire P15 = A[3]&B[3];
    assign Y[0] = P0;
    assign Y[1] = P1 ^ P4;
    assign Y[2] = P2 ^ P5 ^ P8;
    wire s1,c1,s2,c2,s3,c3;
    generate
        if (ADDER_SEL == 0 || ADDER_SEL == 2) begin
            exact_fa FA1(P10,P11,P6,s2,c2);
            exact_fa FA2(P13,P9,P12,s3,c3);
            exact_fa FA3(P14,P15,1'b0,s1,c1);
        end
        else if (ADDER_SEL == 1) begin
            csa_fa FA1(P10,P11,P6,s2,c2);
            csa_fa FA2(P13,P9,P12,s3,c3);
            csa_fa FA3(P14,P15,1'b0,s1,c1);
        end
        else begin
            approx_fa FA1(P10,P11,P6,s2,c2);
            approx_fa FA2(P13,P9,P12,s3,c3);
            approx_fa FA3(P14,P15,1'b0,s1,c1);
        end
    endgenerate
    wire [4:0] S =
        {1'b0,c1,c2,c3,P3} +
        {1'b0,s1,s2,s3,P7};
    assign Y[6:3] = S[3:0];
    assign Y[7]   = S[4];
endmodule
module exact_fa(input a,b,cin, output sum,carry);
    assign sum   = a ^ b ^ cin;
    assign carry = (a & b) | (a & cin) | (b & cin);
endmodule
module csa_fa(input a,b,cin, output sum,carry);
    assign sum   = a ^ b ^ cin;
    assign carry = (a & b) | (a & cin) | (b & cin);
endmodule
module approx_fa(input a,b,cin, output sum,carry);
    assign sum   = a ^ b;       
    assign carry = a & b;
endmodule
==> ./run.sh <==
#!/bin/bash
# OpenROAD 26Q1-2900-gdf79404cd8, Yosys 0.63+post, stock flow scripts
make -C /OpenROAD-flow-scripts/flow DESIGN_CONFIG=/design/flow/config.mk WORK_HOME=/design/flow/orfs finish
==> ./config.mk <==
export PLATFORM = sky130hd
export DESIGN_NAME = approx_mult_4bit
export DESIGN_NICKNAME = approx_mult_4bit
export VERILOG_FILES = /design/flow/design.v
export SDC_FILE = /design/flow/constraint.sdc
export NUM_CORES = 4
export LEC_CHECK = 1
export CORE_AREA = 10 10 70 70
export DIE_AREA = 0 0 80 80
==> ./constraint.sdc <==
current_design approx_mult_4bit

set clk_period 2.6
set clk_io_pct 0.2

create_clock -name clk0 -period $clk_period

set non_clock_inputs [all_inputs -no_clocks]
set_input_delay [expr $clk_period * $clk_io_pct] -clock clk0 $non_clock_inputs
set_output_delay [expr $clk_period * $clk_io_pct] -clock clk0 [all_outputs]
==> results.txt <==
run results: ys cells=between 40 and 50, Die Span Y=80 um, chip area=between 6000 and 7000 um2, Tightest Pin Transition=0.155 ns, pwr dens=approximately 190 nW/um2, slack of the critical path=-0.0971 ns, Max Slew Vio Count=0, total congestion overflow=0, # setup viols final=2, RSZ-0062 raised after global routing=yes, # DRC=0, Post-Syn Area per Cell=between 7 and 8 um2, critical path arrival=2.18 ns, vias in the first global route=roughly 350, flop count=0, GPL Wtd Cong=0.777, DP Cell Count=between 100 and 150, Post-Syn Area=~320 um2, Final TNS setup=-0.108 ns, critical path required time=~2.1 ns, most frequent CP cell=buf_6, Worst VDD drop=roughly 0.000035 V, Non-Filler Instances=between 100 and 150, failing checks=negative setup slack, Slew HR=89.6%, status=finished, violations left, pre-CTS setup slack=-0.901 ns, crit start category=primary input, core area=about 3400 um2, Final Critical Period=between 2 and 3 ns, first-pass GRT wire length=1550 um, Synth Instances=between 40 and 50, Final ANT Viol Nets=0, sequential fraction of the synthesis area=0%, largest net degree at the start of global routing=5, Pre-antenna DRT Iters=2, I/O pin count=16, layout cell share with drive strength beyond 1=47.0%, Max Fclk=about 370 MHz, Distinct cells, synth=12, DR WL/cell=8.03 um, min-delay worst type=in -> out, Tcrit/Tclk final=104%, num rows=21, # diodes=0, Crit-path slowest cell=fa_1, via/cell ratio=3.05, Starting Density=9.23%, Yosys warnings=0, clock buf count=0, hold path depth=9, classification of the worst setup path=in -> out, HPWL Detailed=around 780 um, Final Hold Fails=0, Port Buffers=16, antenna violations before repair=0, Chip Width=approximately 80 um, max-cap violations=0, First DRT Iteration DRCs=14, area grow syn2layout=94.4%, Pleak=0.284 nW, number of OpenROAD warnings=35, Tot GR Track Use=2.83%, Setup crit end kind=output port, Critical Path Fanout Max=3, Yosys chip area=around 320 um2, Reg area=0 um2, Vias=342, routed wire length=between 800 and 900 um, Critical Path Max Stage Delay=around 0.57 ns, CP cell instances=buf_6 -> and2_4 -> fa_1 -> buf_6 -> ha_4 -> a21o_1 -> a21oi_2 -> xor2_1 -> buf_2
[through the flow]
step                      power (mW)  utilization, %  instance area, um2  hold WS, ns
after global placement         0.107            16.7                 571         2.06
after CTS                      0.114            17.7                 603         1.74
after global routing           0.130            17.9                 613         1.83
after floorplan               0.0414               -                 315         1.13
final                          0.116            17.9                 613         1.71
after detailed placement       0.107            16.7                 571         2.07
[critical path, delay by kind of cell]
family	cells	cell delay (ns)
xor+xnor	1	0.14
fa+ha+maj	2	0.75
buf+inv	3	0.31
simple gates	1	0.15
compound gates	2	0.31
[report_power, final]
part / switching (mW) / internal (mW)
Combinational: 0.0426 / 0.0730
Clock: 0 / 0
Sequential: 0 / 0
Total: 0.0426 / 0.0730
[repair_timing]
item,in CTS,in global routing
setup buffers,3,0
resized,48,2
hold buffers,0,0
pin swaps,13,5
endpoints found under the setup margin,4,3
[cells in the final DEF, fill, tap and decap left out]
master / synthesis / layout
dlygate4sd2_1: 0 / 1
ha_4: 0 / 2
inv_2: 0 / 3
a21o_1: 1 / 1
o21ai_1: 0 / 1
ha_2: 0 / 1
buf_6: 0 / 3
fa_2: 0 / 1
fa_1: 3 / 2
clkdlybuf4s15_2: 0 / 1
xor2_1: 3 / 3
inv_1: 7 / 4
clkdlybuf4s50_1: 0 / 5
ha_1: 5 / 2
and2_1: 10 / 6
a21oi_2: 1 / 2
nand2_1: 7 / 7
and2_4: 0 / 4
clkdlybuf4s15_1: 0 / 1
xnor2_1: 2 / 2
buf_2: 0 / 6
buf_4: 1 / 8
[path summary, 6_finish.rpt]
check                 from    to  slack, ns
worst max-delay path  B[3]  Y[6]       -0.1
worst min-delay path  B[3]  Y[7]       1.71
[cell type report]
class | count | area, um2
Timing Repair Buffer | 25 | 204
Inverter | 7 | 26.3
Tap cell | 46 | 57.6
Fill cell | 377 | 2800
Multi-Input combinational cell | 34 | 325
[cells in the mapped netlist, drive strengths merged]
master  instances  area share (%)
a21o            1             2.4
a21oi           2             4.4
and2           10              20
buf             1             2.4
fa              3              19
ha              5              20
inv             7             8.3
nand2           7             8.3
o21ai           1             1.6
xnor2           2             5.6
xor2            3             8.3
[kinds of logic after synthesis]
group                    synth area share (%)
buffers and inverters                    10.7
XOR/XNOR                                 13.9
AND/OR/NAND/NOR                          28.2
adder cells (fa/ha/maj)                  38.9
AND-OR/OR-AND                            8.33
[metal layers]
layer  track usage (%)  part of all wire, %  vias to the layer above
met1              4.01                   51                      155
met5                 0                    0                        -
li1                  -                    -                      174
met4                 0                    0                        0
met2              4.65                   39                       13
met3             0.455                  9.3                        0
Power and IR drop assume default switching activity.
